--- ./run.sh ---
#!/bin/bash
# OpenROAD 26Q1-2900-gdf79404cd8, Yosys 0.63+post, stock flow scripts
make -C /OpenROAD-flow-scripts/flow DESIGN_CONFIG=/design/flow/config.mk WORK_HOME=/design/flow/orfs finish
--- ./constraint.sdc ---
current_design SBqM

set clk_period 1.0
set clk_io_pct 0.2

create_clock -name clk0 -period $clk_period [get_ports {clk}]

set non_clock_inputs [all_inputs -no_clocks]
set_input_delay [expr $clk_period * $clk_io_pct] -clock clk0 $non_clock_inputs
set_output_delay [expr $clk_period * $clk_io_pct] -clock clk0 [all_outputs]
--- ./config.mk ---
export PLATFORM = sky130hd
export DESIGN_NAME = SBqM
export DESIGN_NICKNAME = SBqM
export VERILOG_FILES = /design/flow/design.v
export SDC_FILE = /design/flow/constraint.sdc
export NUM_CORES = 4
export LEC_CHECK = 1
export CORE_AREA = 10 10 70 70
export DIE_AREA = 0 0 80 80
export SYNTH_HDL_FRONTEND = slang
--- ./design.v ---
module int_fsm (
    input logic int_sig,     
                reset_n, clk,
    output logic count
);
    typedef enum logic [1:0] {IDLE, ACTIVE, OUT_EN} state_t;
    state_t state, next;
    always_ff @(posedge clk, negedge reset_n) begin
        if(!reset_n) state = IDLE;
        else state = next;
    end
    always_comb begin : set_next_state
        next = state;    
        unique case (state)
            IDLE:   if(int_sig)  next = OUT_EN;
            OUT_EN: if(int_sig)  next = ACTIVE;
                    else         next = IDLE;
            ACTIVE: if(!int_sig) next = IDLE;
        endcase
    end
    always_comb begin : set_output_value
        case (state)
            OUT_EN:   count = 1;
            default:  count = 0;
        endcase
    end
endmodule
module SBqM #(parameter N = 3) (
    input logic int_start, int_end,          
                reset_n, clk,
    output logic full, empty,                
           logic [N-1:0] Pcout
);
    logic count, up_down,
          count_st, count_end;               
    int_fsm fsm_start (.int_sig(int_start), .count(count_st),  .*);
    int_fsm fsm_end   (.int_sig(int_end),   .count(count_end), .*);
    counter #(N) counter0 (.*);
    always_comb begin
        up_down = 0;
        count = 0;
        case ({count_st, count_end})
            2'b10:begin up_down = 0;
                        count   = 1;
            end
            2'b01:begin up_down = 1;
                        count   = 1;
            end
        endcase
    end
endmodule
module counter #(parameter N = 3) (
    input logic count, up_down, reset_n,       
    output logic full, empty, 
    output logic [N-1:0] Pcout
);
    assign empty = ~|Pcout;      
    assign full  = &Pcout;       
    always_ff @(posedge count or negedge reset_n) begin
        if(!reset_n)  Pcout <= 0;            
        else if(up_down) begin               
            if(!full) Pcout++; 
        end
        else
            if(!empty) Pcout--;              
    end
endmodule
==> flow_metrics.env <==
# yosys + openroad results
export IMPL_hold_class="input pin to async pin"
export IMPL_die_area_sq_um=6400
export IMPL_syn_to_final_growth_pct=38.3
export IMPL_setup_viol=0
export IMPL_overflow=0
export IMPL_wl_met2_microns=224
export IMPL_common_cells="inv_1, a31oi_1, dfrtn_1"
export IMPL_ant_nets=0
export IMPL_setup_tns_ns=0
export IMPL_maxSlewHeadroom_pct=74.2
export IMPL_vdd_drop_max_uv=864
export IMPL_gp_congestion=0.707
export IMPL_status="complete, no violations"
export IMPL_worstSetupPathDepth=1
export IMPL_drc_errors=0
export IMPL_fmax_mhz=1500
export IMPL_tightestPinTransition_ns=0.387
export IMPL_post_cts_buffers=0
export IMPL_gr_usage_all_layers_pct=2.24
export IMPL_io_buffers=8
export IMPL_dp_hpwl_microns=553
export IMPL_ys_seq_share_pct=48.1
export IMPL_nFillCells=394
export IMPL_most_common_cell="inv_1"
export IMPL_cts_tree="yes"
export IMPL_num_vias=259
export IMPL_clock_latency_ns=0.23
export IMPL_postSynth_asyncResetShare_pct=100
export IMPL_top_layer_used="met3"
export IMPL_worstPathMaxFanout=1
export IMPL_num_rows=21
export IMPL_wl_met1_microns=308
export IMPL_cp_top_family="flip-flops"
export IMPL_power_uw=527
export IMPL_reg2reg_depth=1
export IMPL_slowest_stage="dfstp_2"
export IMPL_rsz0062_at_grt="false"
export IMPL_crit_path_end_kind="register"
export IMPL_pre_cts_ws_ns=0.111
export IMPL_crit_required_ns=1.17
export IMPL_grt_max_degree=11
export IMPL_power_density_nw_per_um2=1030
export IMPL_root_buffer="clkbuf_4"
export IMPL_fp_util_pct=10.8
export IMPL_antenna_found_initial=0
export IMPL_fin_crit_ns=0.665
export IMPL_crit_arrival_ns=0.84
export IMPL_synthCells=34
export IMPL_yosysWarnings=0
export IMPL_ys_cells=34
export IMPL_warning_count=25
export IMPL_cpPeakStageDelay_ns=0.50
export IMPL_wl_per_cell_microns=7.13
export IMPL_hold_violations=0
export IMPL_drv_slew=0
export IMPL_topCellsByArea="dfrtn_1, dfstp_2, dfrtp_1, buf_6, inv_1"
export IMPL_max_cap_violations=0
export IMPL_core_sq_um=3420
export IMPL_grt_pass1_wl_microns=1190
export IMPL_synth_area_per_cell_sq_um=10.9
export IMPL_cts_clk_slew_worst_paths_ns=0.04
export IMPL_dr_pass1_iters=2
export IMPL_yosysUniqueCellTypes=19
export IMPL_netlist_area_leader_share_pct=20.3
export IMPL_yosysTopAreaCell="dfrtn_1"
export IMPL_die_w_microns=80
export IMPL_ys_chip_area_sq_um=369
export IMPL_ctsResizeCount=0
export IMPL_routed_wl_microns=642
export IMPL_flop_cell="dfrtn_1"
export IMPL_edf_count=0
export IMPL_num_antenna_cells=0
export IMPL_p_leak_nw=0.211
export IMPL_cts_made_buffers=3
export IMPL_cp_start_kind="register"
export IMPL_worst_slack_ns=0.335
export IMPL_grt_pass1_vias=265
export IMPL_path_cells="and2_1"
export IMPL_vias_per_cell=2.88
export IMPL_h_tree_depth=1
export IMPL_clockBufferDepth=2
export IMPL_holdBufCountCts=0
export IMPL_syn_area_sq_um=369
export IMPL_dieHeight_microns=80
export IMPL_worst_path_buf_inv=0
export IMPL_wl_met3_microns=109
export IMPL_drtIter0Drc=34
export IMPL_unconstrained_endpoints=8
export IMPL_ys_ff=7
export IMPL_drive_gt1_share_pct=18.2
export IMPL_min_period_over_period_pct=66.5
export IMPL_fin_skew_ns=0.00649
export IMPL_unclocked_pins=3
export IMPL_boundaryPins=9
export IMPL_path_class="register to register"
where the power goes:
group	switching, mW	leakage, nW	internal (mW)
Sequential	0.0161	0.0822	0.191
Combinational	0.0459	0.114	0.0604
Clock	0.0646	0.0150	0.150
final timing paths:
path	start	endpoint	slack, ns
max in group asynchronous	reset_n	fsm_end.state[0]$_DFF_PN1_	0.49
setup reg to reg	fsm_start.state[0]$_DFF_PN1_	fsm_start.state[1]$_DFF_PN0_	0.34
hold reg to reg	fsm_end.state[0]$_DFF_PN1_	fsm_end.state[1]$_DFF_PN0_	0.52
hold / removal	reset_n	fsm_end.state[1]$_DFF_PN0_	0.22
min in group clk0	int_start	fsm_start.state[0]$_DFF_PN1_	0.48
setup / recovery	fsm_start.state[0]$_DFF_PN1_	fsm_start.state[1]$_DFF_PN0_	0.34
kinds of logic (layout without fill, tap and decap cells):
kind of cell	Yosys count	in the layout	share of synthesized area (%)
AND-OR/OR-AND	8	8	14.2
XOR/XNOR	1	1	4.41
adder cells (fa/ha/maj)	2	2	8.81
buffers and inverters	9	19	13.2
flip-flops	7	7	48.1
AND/OR/NAND/NOR	7	7	11.2
registers in the layout (all words and copies together) (netlist names):
| register | cells |
|---|---|
| fsm_end.state | 2 |
| counter0.Pcout | 3 |
| fsm_start.state | 2 |
metal layers:
layer  up-vias  global-route usage (%)
li1        130                       -
met1       117                    2.91
met2        12                    2.97
met3         0                    1.59
met4         0                   0.352
met5         -                       0
metrics by stage:
stage,instances,hold slack [ns],util [%],area (sq um)
floorplan,34,-0.0956,-,369
global placement,86,0.462,14.2,484
detailed placement,86,0.475,14.2,484
CTS,90,0.221,14.9,510
global route,90,0.227,14.9,510
finish,90,0.218,14.9,510
layout make-up:
type	instances	area (sq um)	share of cell area, %
tap	46	57.6	11.3
multi-input combinational	18	143	27.9
inverter	7	26.3	5.15
clock buffer	4	26.3	5.15
sequential	7	178	34.8
timing repair buffer	8	80.1	15.7
cells in the final DEF, fill, tap and decap left out, types with 2 or more instances in the layout:
cell             count
clkdlybuf4s50_1      8
inv_1                6
a31oi_1              3
clkbuf_4             3
dfrtn_1              3
and2_1               2
nor2_1               2
o22ai_1              2
dfstp_2              2
dfrtp_1              2
Power figures rest on the tool's default switching activity, not on a simulated workload.
